==> /design/flow/design.v <==
module reg_file(input res, input [6:0]opcode, input acc, input [63:0] write_data_acc, input [4:0] read_reg_1, input [4:0] read_reg_2, 
input[4:0] write_reg_num, input [31:0] write_data, input regwrite,output [31:0] read_data_1, output [31:0] read_data_2, 
output reg [63:0] accumulator);
reg [31:0] reg_mem [30:0];
reg [63:0] reg_mem_1;
integer i;
assign read_data_1 = reg_mem[read_reg_1];
assign read_data_2 = reg_mem[read_reg_2];
always @ (*)
begin
reg_mem[0] = 8'h00;
if (res==0)
begin
reg_mem[1] = 8'h01;
reg_mem[2] = 8'h02;
reg_mem[3] = 8'h03;
reg_mem[4] = 8'h04;
reg_mem[5] = 8'h05;
reg_mem[6] = 8'h06;
reg_mem[7] = 8'h07;
reg_mem[8] = 8'h08;
reg_mem[9] = 8'h09;
reg_mem[10] = 8'h04;
reg_mem[11] = 32'h0000848A;
reg_mem[12] = 32'h00003456;
reg_mem[13] = 8'h00;
reg_mem[14] = 8'h00;
reg_mem[15] = 8'h00;
reg_mem[16] = 8'h00;
reg_mem[17] = 8'h00;
reg_mem[18] = 8'h00;
reg_mem[19] = 8'h00;
reg_mem[20] = 32'h7FFFFFFF;
reg_mem[21] = 32'h7FFFFFFF;
reg_mem[22] = 8'h00;
reg_mem[23] = 8'h00;
reg_mem[24] = 8'h00;
reg_mem[25] = 8'h00;
reg_mem[26] = 8'h00;
reg_mem[27] = 8'h00;
reg_mem[28] = 8'h00;
reg_mem[29] = 8'h00;
reg_mem[30] = 8'h00;
reg_mem[31] = 8'h00;
reg_mem_1 = 8'h00;
end
if (opcode == 7'b1111111 || opcode == 7'b0011111 || opcode == 7'b0111111 || opcode == 7'b1011111)
begin
accumulator = reg_mem_1;
end
if (regwrite == 1 && acc == 0 && write_reg_num != 0)
begin
reg_mem[write_reg_num]= write_data;
end
if (regwrite == 1 && acc == 1 && write_reg_num != 0 && write_reg_num != 5'b11111)
begin
reg_mem[write_reg_num]= write_data_acc[31:0];
i=1+write_reg_num;
reg_mem[i]= write_data_acc[63:32];
end
if (regwrite == 1 && acc == 1 && write_reg_num == 5'b11111)
begin
reg_mem_1 = write_data_acc;
end
end
endmodule
module shifter(input [31:0]inst_code, input immsel, output reg [31:0]sign_ext);
always@(*)
begin 
if (immsel == 0)
begin
sign_ext[11:0] = inst_code[31:20];
sign_ext[31:12] = inst_code[31];
end
if (immsel == 1)
begin
sign_ext[4:0] = inst_code[11:7];
sign_ext[11:5] = inst_code[31:25];
sign_ext[31:12] = inst_code[31];
end
end
endmodule
module id_ex(input [31:0]inst_code, input clk, input res,input regwrite, input alusrc, input [3:0] alucontrol, 
input memread, input memwrite, input memtoreg, input acc, input [4:0]read_reg_1, input [4:0]read_reg_2, input [4:0]reg_dst,input [63:0]accumulator, 
input [31:0]shift,input [31:0]read_reg_1_data,input [31:0]read_reg_2_data, output reg regwrite_out , 
output reg alusrc_out , output reg [3:0] alucontrol_out , output reg memread_out , 
output reg memwrite_out , output reg memtoreg_out , output reg acc_out, output reg [4:0]read_reg_1_out, 
output reg [4:0]read_reg_2_out,output reg [63:0]accumulator_out, output reg [31:0]shift_out, output reg [4:0]reg_dst_out, 
output reg [31:0]read_reg_1_data_out,output reg [31:0]read_reg_2_data_out, output reg [31:0]inst_code_out);
always@(posedge clk, negedge res)
begin
if (res==0)
begin
regwrite_out  <= 0;
alusrc_out  <= 0 ;
alucontrol_out <= 0 ;
memread_out <= 0;
memwrite_out  <= 0;
memtoreg_out <= 0;
acc_out  <= 0 ;
reg_dst_out <= 0;
read_reg_1_out <= 0;
read_reg_2_out <= 0;
accumulator_out <= 0;
shift_out <= 0;
read_reg_1_data_out <= 0;
read_reg_2_data_out <= 0;
inst_code_out <= 0;
end
else
begin
regwrite_out  <= regwrite;
alusrc_out  <= alusrc ;
alucontrol_out <= alucontrol ;
memread_out <= memread ;
memwrite_out  <= memwrite;
memtoreg_out <= memtoreg ;
acc_out  <= acc ;
reg_dst_out <= reg_dst;
read_reg_1_out <= read_reg_1;
read_reg_2_out <= read_reg_2;
accumulator_out <= accumulator;
shift_out <= shift;
read_reg_1_data_out <= read_reg_1_data;
read_reg_2_data_out <= read_reg_2_data;
inst_code_out <= inst_code;
end
end
endmodule
==> /design/flow/run.sh <==
#!/bin/bash
# OpenROAD 26Q1-2900-gdf79404cd8, Yosys 0.63+post, stock flow scripts
make -C /OpenROAD-flow-scripts/flow DESIGN_CONFIG=/design/flow/config.mk WORK_HOME=/design/flow/orfs finish
==> /design/flow/config.mk <==
export PLATFORM = sky130hd
export DESIGN_NAME = id_ex
export DESIGN_NICKNAME = id_ex
export VERILOG_FILES = /design/flow/design.v
export SDC_FILE = /design/flow/constraint.sdc
export NUM_CORES = 4
export LEC_CHECK = 1
export CORE_AREA = 10 10 191 191
export DIE_AREA = 0 0 201 201
==> /design/flow/constraint.sdc <==
current_design id_ex

set clk_period 1.0
set clk_io_pct 0.2

create_clock -name clk0 -period $clk_period [get_ports {clk}]

set non_clock_inputs [all_inputs -no_clocks]
set_input_delay [expr $clk_period * $clk_io_pct] -clock clk0 $non_clock_inputs
set_output_delay [expr $clk_period * $clk_io_pct] -clock clk0 [all_outputs]
==> notes.md <==
Quick summary of the implementation run below.

The run finished, with violations left. The checks that failed: setup timing. The worst path buffer plus inverter count is 1. The remaining number of nets flagged by the antenna check after routing is 0. The number of cells in the yosys synthesis report came out at 217.

Looking at the cell usage after synthesis, the top flip-flop cell is dfrtp_1. The critical path launch point type is a flip-flop. The largest fanout on the critical path is 1. The top cell type's share of synthesized area came out at 100%. The final wirelength is 20,500 um.

The fmax is 0.807 GHz. The violation tally from detailed-route iteration zero came out at 61. The number of setup violations in the final report is 217. The tree built by TritonCTS fans out to 217 sinks. The total area inside the core boundary comes to 0.0325 mm2.

The combinational power share is 7.8%. The total standard cell area after synthesis came out at 0.00543 mm2. The switching component of the power is 0.00394 W. The initial antenna violation count came out at 1. The number of warnings reported in the yosys synthesis log is 1. The total inserted antenna cells came out at 0.

The static leakage is 4.72 nW. The CTS H-tree depth came out at 1. The detailed-route wire length per cell came out at 17.8 um. The transition at the pin with the smallest max-transition slack is 366 ps. The iteration count recorded for the first detailed-route pass is 3.

The portion of the clock cycle consumed by the worst path in the final layout is 124%. The fraction of registers with async set/reset came out at 100%. The count of flip-flops with a built-in enable after synthesis is 0. The total count of hold-check failures in the final report came out at 0. The synthesis report lists the most area-consuming cells as dfrtp_1. The register area share after synthesis is 100%.

The critical path in the final layout is reported with a setup slack of -239 ps. The total global-route track usage came out at 9.99%. The data arrival time of the critical path came out at 1040 ps. The power per cell area is 1900 mW/mm2.

The clock edge transition at the registers on the reported setup and hold paths is 60 ps. The post-placement worst setup slack came out at -54.8 ps. TritonCTS built the clock tree. The kind of path behind the tightest hold check is primary input to flip-flop.

The CTS report gives the tree buffer count as 24. The most critical hold endpoint after final layout shows a slack of 117 ps. The half-perimeter wire length after detailed placement came out at 16,500 um. The cell family contributing the most delay on the critical path is flip-flops. The chip area from the yosys synthesis statistics came out at 0.00543 mm2. Data on the critical path is required at its endpoint by 800 ps. The maximum vdd drop came out at 0.00144 V. The die is 201 um tall. The number of placed instances, taps included, is 1,107.

The post-synthesis cell count came out at 217. Per the final report, max-transition violations number 0. CTS placed an instance of clkbuf_16 at the clock tree root.

The maximum buffer depth of the clock tree is 3. The floorplan has 66 rows. The number of global-route vias before repair came out at 4,237.

The number of different library cells used by synthesis comes to 1. The number of combinational gates with multiple inputs came out at 0. The detailed-route vias per instance is 3.24. The internal power of the cells is 0.0155 W. The first global-routing pass estimated 30,000 um of wire.

The logic area is 0 um2. The remaining max-slew budget at the tightest pin came out at 75.6%. Setup repair after global routing could not meet its margin everywhere. Routability-driven placement finished with a final weighted congestion of 0.785.

The share of the core filled with cells in the final layout is 31.4%. The remaining routing DRC violations is 0. Yosys instantiated no cell more often than dfrtp_1. The hold path depth came out at 1. The area growth from synthesis to layout came out at 87.8%. The sink of the worst hold path is accumulator_out[60].

In this run the post-CTS setup repair buffer count came out at 0. After synthesis, the most frequently instantiated cells are dfrtp_1. The final cell count without fillers is 1,151.

The time the worst path needs with I/O delays and setup is 1240 ps. Summed over all layers, the global routing overflow is 0. The number of register bits inferred by synthesis is 217.

The switching power as a share of total power is 20.3%. The post-synthesis average cell area came out at 25.0 um2. The largest individual stage delay along the critical path comes from the cell dfrtp_1. The total tool warning count is 27. Looking at the setup timing report, the critical path kind is flip-flop to output port. The initial core utilization came out at 16.7%. The share of power burned in registers came out at 48.0%. The die boundary width came out at 201 um. The cell sequence reported for the critical path is buf_2. The total die size came out at 0.0404 mm2.

The fraction of layout instances using a drive strength above 1 is 38.1%. The number of port buffers came out at 435. The number of primary I/O pins is 436.

The clock share of power is 44.2%. The total number of vias came out at 3,726. The worst hold path begins at accumulator[60]. The pin count of the biggest net entering global routing came out at 38.

The largest area contributor in the netlist is dfrtp_1. The delay of the slowest cell on the worst path came out at 400 ps. The number of max-cap violations is 0. The worst setup path is captured at an output port.
metrics by stage:
stage               instance area [um2]  setup TNS, ps  power (W)
floorplan                          5430              0    0.00937
global route                      10200         -50410     0.0203
detailed placement                10500           -452     0.0115
CTS                               10200         -47430     0.0198
finish                            10200         -38940     0.0194
global placement                  10500           -483     0.0115
metal layers:
layer | vias to the layer above | routed length (um) | global-route usage, %
met2 | 283 | 9190 | 15.2
li1 | 1624 | - | -
met1 | 1792 | 8070 | 12.2
met4 | 2 | 478 | 2.08
met5 | - | 13 | 0
met3 | 25 | 2760 | 5.78
layout by cell type (no fill, tap or decap):
cell / synthesis / layout
dfrtp_1: 217 / 217
clkdlybuf4s50_1: 0 / 217
buf_2: 0 / 215
clkbuf_16: 0 / 25
buf_4: 0 / 10
clkinv_2: 0 / 7
clkbuf_8: 0 / 5
clkbuf_1: 0 / 4
buf_12: 0 / 3
buf_6: 0 / 2
bufinv_16: 0 / 1
inv_6: 0 / 1
dlygate4sd3_1: 0 / 1
buf_8: 0 / 1
cell families (layout without fill, tap and decap cells):
| logic type | Yosys count | in the layout | synth area share, % |
|---|---|---|---|
| buffers and inverters | 0 | 492 | 0 |
| DFF | 217 | 217 | 100 |
layout make-up:
cell class	instances	area, um2
Fill cell	3252	22300
Sequential cell	217	5430
Timing Repair Buffer	449	3430
Clock buffer	34	709
Tap cell	442	553
Clock inverter	9	73.8
registers in the layout, summed over array words and instances (netlist names), 4 cells and up:
name and flops:
read_reg_1_out 5, read_reg_2_out 5, inst_code_out 32, read_reg_2_data_out 32
shift_out 32, reg_dst_out 5, alucontrol_out 4, read_reg_1_data_out 32
accumulator_out 64
repair_timing:
| item | 4_1_cts | 5_1_grt |
|---|---|---|
| endpoints found under the setup margin | 217 | 217 |
| resized | 702 | 0 |
| hold endpoints to repair | 217 | 0 |
| hold buffers | 1 | 0 |
how the worst max path moves through the flow:
stage | slack (ps) | to | startpoint | cells past startpoint
CTS | -270 | read_reg_1_data_out[21] | read_reg_1_data_out[21] | 1
global route | -300 | read_reg_1_data_out[21] | read_reg_1_data_out[21] | 1
finish | -240 | read_reg_2_data_out[10] | read_reg_2_data_out[10] | 1
power by group through the flow:
stage	Sequential (W)	Combinational (W)	Clock, W
CTS	0.00932	0.00157	0.00893
global route	0.00937	0.00167	0.00923
finish	0.00932	0.00151	0.00858
Power and IR drop assume default switching activity.
