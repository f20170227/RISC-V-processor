[/design/flow/run.sh]
#!/bin/bash
# OpenROAD 26Q1-2900-gdf79404cd8, Yosys 0.63+post, stock flow scripts
make -C /OpenROAD-flow-scripts/flow DESIGN_CONFIG=/design/flow/config.mk WORK_HOME=/design/flow/orfs finish
[/design/flow/config.mk]
export PLATFORM = sky130hd
export DESIGN_NAME = mem_wb
export DESIGN_NICKNAME = mem_wb
export VERILOG_FILES = /design/flow/design.v
export SDC_FILE = /design/flow/constraint.sdc
export NUM_CORES = 4
export LEC_CHECK = 1
export CORE_AREA = 10 10 188 188
export DIE_AREA = 0 0 198 198
[/design/flow/constraint.sdc]
current_design mem_wb

set clk_period 1.0
set clk_io_pct 0.2

create_clock -name clk0 -period $clk_period [get_ports {clk}]

set non_clock_inputs [all_inputs -no_clocks]
set_input_delay [expr $clk_period * $clk_io_pct] -clock clk0 $non_clock_inputs
set_output_delay [expr $clk_period * $clk_io_pct] -clock clk0 [all_outputs]
[/design/flow/design.v]
module mem(input [31:0]address, input reset, input memwrite, input memread, input [31:0]write_data, output reg [31:0]read_data);
reg [7:0] mem [31:0];
reg [7:0]add1;
reg [7:0]add2;
reg [7:0]add3;
reg [7:0]add4;
always @(*)
begin
if (reset==0)
begin
mem[0] = 8'h00;
mem[1] = 8'h00;
mem[2] = 8'h00;
mem[3] = 8'h00;
mem[4] = 8'h00;
mem[5] = 8'h00;
mem[6] = 8'h00;
mem[7] = 8'h00;
mem[8] = 8'h00;
mem[9] = 8'h00;
mem[10] = 8'h00;
mem[11] = 8'h00;
mem[12] = 8'h00;
mem[13] = 8'h00;
mem[14] = 8'h00;
mem[15] = 8'h00;
mem[16] = 8'h00;
mem[17] = 8'h00;
mem[18] = 8'h00;
mem[19] = 8'h00;
mem[20] = 8'h00;
mem[21] = 8'h00;
mem[22] = 8'h00;
mem[23] = 8'h00;
mem[24] = 8'h00;
mem[25] = 8'h00;
mem[26] = 8'h00;
mem[27] = 8'h00;
mem[28] = 8'h00;
mem[29] = 8'h00;
mem[30] = 8'h00;
mem[31] = 8'h00;
end
add2 = address+1;
add3 = address+2;
add4 = address+3;
if (memwrite==1)
begin
mem[address]=write_data [7:0] ;
mem[add2]=write_data [15:8] ;
mem[add3]=write_data [23:16] ;
mem[add4]=write_data [31:24] ;
end
if (memread==1)
begin
read_data [7:0] = mem[address];
read_data [15:8] = mem[add2];
read_data [23:16] = mem[add3];
read_data [31:24] = mem[add4];
end
end
endmodule
module mem_wb(input [31:0]mem_read, input clk, input res, input regwrite, input memtoreg, input acc, 
 input [31:0]alures, input [4:0]reg_dst, input [31:0]read_mem, 
input [63:0]acc_res, output reg regwrite_out , output reg memtoreg_out , output reg [4:0]reg_dst_1, output reg [31:0]read_mem_out,
output reg [31:0]alures_out, output reg [63:0]acc_res_out, output reg acc_out, output reg [31:0]mem_read_out );
always@(posedge clk, negedge res)
begin
if (res==0)
begin
regwrite_out  <= 0;
memtoreg_out <= 0;
acc_out  <= 0 ;
alures_out <= 0;
acc_res_out <= 0;
reg_dst_1 <= 0;
read_mem_out <= 0;
mem_read_out <= 0;
end
else
begin
regwrite_out  <= regwrite;
memtoreg_out <= memtoreg ;
acc_out  <= acc ;
alures_out <= alures;
acc_res_out <= acc_res;
reg_dst_1 <= reg_dst;
read_mem_out <= read_mem;
mem_read_out <= mem_read;
end
end
endmodule
==> flow_summary.toml <==
# implementation run metrics
[critical_path]
critical_path.max_fanout = 1
crit_path_max_incr_delay_ns = 0.38
end_kind = "output pin"
worstSetupStartpointType = "register"
path_cells = "buf_2"
slowest_stage = "dfrtp_1"
cp.required_ns = 0.80
worst-path-buf-inv = 1
crit_family = "flip-flops"
critical_path_class = "register to output pin"
cp.arrival_ns = 0.94

[final_timing]
finalWorstSetupSlack_ns = -0.145
max_freq_mhz = 873
slew_headroom = 0.744
tightest_slew_ns = 0.384
grt_setup_unrepaired = "yes"
fin_setup_tns_ns = -17.39
fin_crit_ns = 1.14
setup_violations = 168
slew_viol_final = 0
hold_viol = 0
finalCritPeriodShare = 1.14

[cts]
cts_tree = "done"
htree_levels = 4
postCtsSetupBuffers = 0
clk_path_buf_depth = 2
root_buffer = "clkbuf_16"
cts_sinks = 168
cts_buffers = 17
clk_pin_slew_worst_paths_ns = 0.07

[power]
ir_worst_vdd_mv = 1.12
switching_power_w = 0.00332
p_clk_frac = 0.443
power_density_nw_per_um2 = 1880
p_comb_frac = 0.078
p_seq_frac = 0.479
power.leakage_nw = 3.64
switching_share = 0.221
p_int_w = 0.0117

[synth]
yosys_area_um2 = 4200
netlist_instances = 168
synth_seq_share = 1.00
synth_cell_types = 1
synth-warning-count = 1
ys_cells = 168
ys_ff = 168
syn_area_um2 = 4200
avgSynthCellArea_um2 = 25.0

[global_routing]
grt.total_usage = 0.0777
grt_pass1_wl_mm = 22.2
grt_overflow = 0
antenna_found_initial = 1
grt_pass1_vias = 3277
grt_max_degree = 71

[routing]
routedWlPerCell_um = 16.2
antenna_violating_nets_post_route = 0
drt_iter0_markers = 50
drt-pass1-iter-count = 4
vias_per_cell = 2.94
drcViolationCount = 0
routed_wl_mm = 15.4
vias = 2798

[floorplanning]
dieArea_um2 = 39200
core_area_um2 = 31400
initial_core_util = 0.134
die_h_um = 198
rows = 65
io_pins = 338
dieWidth_um = 198

[cells_and_area]
area_growth_pct = 89.9
logic_gate_count = 0
utilization = 0.254
fillers = 3270
drive_above_1_share = 0.384
mi_logic_area_um2 = 0

[placed_design]
finalWeightedCongestion = 0.774
io_buffers = 337
hpwl_mm = 12.5

[status]
violations = "negative setup slack"
status = "finished, violations left"

[flow_run]
max_cap_violations = 0
tool_warnings = 27

[worst_hold_path]
holdCritPathClass = "primary input to register"
## cell families (layout without fill, tap and decap cells)
family	after synthesis	after routing	share of synthesized area
DFF	168	168	1.00
other	0	1	0
buffers and inverters	0	381	0
## area by class of cell
cell class / count / area, µm² / area share
Tap cell: 402 / 503 / 0.0630
Clock inverter: 14 / 161 / 0.0202
Antenna cell: 1 / 2.50 / 0.000313
Clock buffer: 18 / 429 / 0.0538
Sequential cell: 168 / 4200 / 0.527
Timing Repair Buffer: 349 / 2680 / 0.336
## routing by layer
metal	GRT usage	vias to the layer above	share of wire
met1	0.0871	1318	0.36
met4	0.0120	0	0.015
li1	-	1262	-
met3	0.0517	14	0.15
met2	0.123	204	0.48
met5	0	-	0
## placed cells by master, fill, tap and decap left out
cell               n
clkdlybuf4s50_1  168
buf_4              7
bufinv_16          2
buf_6              2
clkinv_4           2
clkbuf_1           1
inv_6              6
dlygate4sd3_1      1
clkbuf_16         17
dfrtp_1          168
clkinv_2           1
buf_2            167
inv_8              1
buf_12             4
clkinvlp_4         2
diode_2            1
## cell usage after synthesis
library cell,number,share of area
dfrtp_1,168,1.0
## path summary, 6_finish.rpt
path	start	endpoint	slack (ns)	cells past startpoint
setup / recovery	acc_res_out[57]	acc_res_out[57]	-0.14	1
hold / removal	alures[21]	alures_out[21]	0.19	1
max in group asynchronous	res	mem_read_out[15]	0.22	5
min in group asynchronous	res	read_mem_out[15]	0.31	3
## registers in the layout (all words and copies together) (netlist names)
name          flops
acc_out           1
regwrite_out      1
mem_read_out     32
acc_res_out      64
memtoreg_out      1
reg_dst_1         5
read_mem_out     32
alures_out       32
## power by group through the flow
stage | Clock (W) | Sequential, W | Combinational (W)
4_1_cts | 0.00698 | 0.00721 | 0.00123
5_1_grt | 0.00727 | 0.00724 | 0.00131
6_report | 0.00666 | 0.00721 | 0.00118
## repair_timing
item	in CTS	in global routing
hold buffers	1	0
setup endpoints to repair	168	168
resized	546	0
hold endpoints to repair	168	0
## metrics by stage
step	setup WS (ns)	cells	hold WS, ns	cell area, µm²	power (W)
3_3_place_gp	-0.0590	917	0.133	8190	0.00889
4_1_cts	-0.185	951	0.152	7980	0.0154
5_1_grt	-0.202	952	0.152	7980	0.0158
3_5_place_dp	-0.0645	917	0.135	8190	0.00890
2_1_floorplan	0.488	168	-0.0956	4200	0.00726
6_report	-0.145	952	0.191	7980	0.0150
Power and IR drop assume default switching activity.
